===== flow/design.v =====
`timescale 1 ns / 100 ps
module row_ram #(parameter DATA_WDTH = 4'd8,     
                      parameter COL = 480,            
                      parameter COL_BITS = 9)
                     (input clk,                      
                      input [COL_BITS-1:0] addra,     
                      input [DATA_WDTH-1:0] dina,     
                      input W_EN, 
                      input Choice,
                      input [COL_BITS-1:0] addrb,     
                      output reg [DATA_WDTH-1:0] doutb);
reg [DATA_WDTH-1:0] mem[0:COL-1];  
always @(posedge clk) begin
    if(W_EN)
        mem[addra] <= dina;
    else
        doutb <= mem[addrb];
end
endmodule
module uart_to_ram (input wire clk_12m,
                    input wire clk,
                    input wire rst_n,
                    input	wire				rx_data_valid,
                    input	wire		[7:0]	rx_data_out,
                    input wire [8:0] addr_out_index,
                    input	wire show_row_done,
                    output	reg				tx_data_valid,
                    output	reg		[7:0]	tx_data_out,
                    output wire [7:0] out_data,
                    output reg [8:0] col_pos,
                    output reg W_EN,
                    output reg row_finished_flag);
    parameter  PIC_SIZE      = 18'd153599;
    parameter SIZE_WIDTH_MAX = 9'd479;
    wire [7:0] rx_data_temp  = rx_data_out;
    reg [17:0]  rx_data_index;
    reg [8:0] addr_in_index;
    wire W_EN_temp = W_EN;
    reg [8:0]  length_index;
    reg show_row_done_flag;
    reg show_row_done_flag2;
    always @ (posedge rx_data_valid or negedge rst_n) begin
        if (!rst_n)
            rx_data_index <= 9'd0;
        else if (rx_data_index == PIC_SIZE)
        begin
            rx_data_index <= 18'd0;
        end
        else
            rx_data_index <= rx_data_index + 18'd1;
    end
    always @ (posedge clk_12m or negedge rst_n) begin
        if (!rst_n)
            length_index <= 9'd0;
        else if (length_index == 9'd480)
            length_index <= 9'd0;
        else if (rx_data_valid == 1'b1)
            length_index <= length_index + 9'd1;
        else
            length_index <= length_index ;
    end
    always @ (posedge clk_12m or negedge rst_n)
        if (!rst_n)  begin
            addr_in_index <= 9'd0;
            W_EN          <= 1'b0;
        end
    else if (show_row_done_flag)
    addr_in_index <= 9'd0;
    else if (addr_in_index == SIZE_WIDTH_MAX)
    begin
    W_EN <= 1'b0;
    end
    else if (addr_in_index < SIZE_WIDTH_MAX && rx_data_valid)
    begin
    addr_in_index <= addr_in_index + 9'd1;
    W_EN          <= 1'b1;
    end
    else
    begin
    addr_in_index <= addr_in_index;
    W_EN          <= W_EN;
    end
    always @ (posedge clk or negedge rst_n)
        if (!rst_n)  begin
            row_finished_flag <= 1'b0;
        end
        else if (length_index == 9'd480)
        begin
            row_finished_flag <= 1'b1;
        end
        else
        begin
            row_finished_flag <= 1'b0;
        end
    always @ (posedge clk or negedge rst_n)
        if (!rst_n)  begin
            col_pos            <= 9'd0;
            show_row_done_flag <= 1'd0;
        end
    else if (col_pos == 9'd320)
    col_pos <= 0;
    else if (show_row_done)
    begin
    col_pos <= col_pos + 9'd1;
    show_row_done_flag <= 1'd1;
    end
    else if (show_row_done_flag2)
    show_row_done_flag <= 1'd0;
    else
    begin
    col_pos            <= col_pos;
    show_row_done_flag <= show_row_done_flag;
    end
    always @ (posedge clk_12m or negedge rst_n)
        if (!rst_n)  begin
            tx_data_out         <= 8'd0;
            tx_data_valid       <= 1'b0;
            show_row_done_flag2 <= 1'b0;
        end
        else if (show_row_done_flag == 1'b1)
        begin
            tx_data_valid       <= 1'b1;
            tx_data_out         <= 8'd65;
            show_row_done_flag2 <= 1'b1;
        end
        else
        begin
            tx_data_valid       <= 1'b0;
            show_row_done_flag2 <= 1'b0;
        end
    row_ram u_row_ram
    (.clk(clk),                      
    .addra(addr_in_index),     
    .dina(rx_data_temp),     
    .W_EN(W_EN),
    .Choice(),
    .addrb(addr_out_index),     
    .doutb(out_data)
    );
endmodule

===== flow/config.mk =====
export PLATFORM = sky130hd
export DESIGN_NAME = uart_to_ram
export DESIGN_NICKNAME = uart_to_ram
export VERILOG_FILES = /design/flow/design.v
export SDC_FILE = /design/flow/constraint.sdc
export NUM_CORES = 4
export LEC_CHECK = 1
export CORE_UTILIZATION = 30

===== flow/run.sh =====
#!/bin/bash
# OpenROAD 26Q1-2900-gdf79404cd8, Yosys 0.63+post, stock flow scripts
make -C /OpenROAD-flow-scripts/flow DESIGN_CONFIG=/design/flow/config.mk WORK_HOME=/design/flow/orfs finish

===== flow/constraint.sdc =====
current_design uart_to_ram

set clk_period 5.0
set clk_io_pct 0.2

create_clock -name clk0 -period $clk_period [get_ports {clk}]
create_clock -name clk1 -period $clk_period [get_ports {clk_12m}]

set non_clock_inputs [all_inputs -no_clocks]
set_input_delay [expr $clk_period * $clk_io_pct] -clock clk0 $non_clock_inputs
set_output_delay [expr $clk_period * $clk_io_pct] -clock clk0 [all_outputs]

==> deck_impl_summary.md <==
Flow Results at a Glance

Final timing
  • Worst Clk Skew: roughly 0.055 ns
  • Worst-Margin Slew: about 1.2 ns
  • Setup_tns: 0 ns
  • Fin. max-slew vios: 0
  • RSZ-0062 raised after global routing: no
  • Normalized max-slew margin: between 10% and 20%
  • Final setup viols: 0
  • Final hold vios: 0

CTS
  • # resized after CTS: 0
  • CTS tree: built
  • Total clock sinks: approximately 3900
  • CTS clk-pin slew, worst paths: ~0.060 ns
  • Hold Buf Count CTS: 1
  • Post-CTS setup repair buffer count: 0

Logic synthesis
  • Yosys warning tally: 2
  • Cell area leaders: edfxtp_1 77%, mux4_2 17%, nor2_1 1.4%
  • Ys async rst share: 0.825%
  • Seq share, synth: 77.1%
  • Yosys synthesis chip area: approximately 0.15 mm²
  • Post-synthesis instance area: between 0.15 and 0.2 mm²
  • # Cells Yosys: around 6700
  • Prevailing post-synth register cell: edfxtp_1
  • Synth Area per Inst: around 23 µm²
  • Gate Count Post-Synth: approximately 6700
  • Max-area cell share: ~77%
  • EDFF count, synth: roughly 3800
  • Cell type with the largest total area after synthesis: edfxtp_1
  • Ys flops: 3880
  • Synth cell types: roughly 73

Pwr
  • Leakage: between 50 and 60 nW
  • Power per cell area: a little under 400 mW/mm²
  • Worst IR drop on VDD: about 0.3 mV

Job
  • Tool Warnings: roughly 80
  • Max-cap viol count: 0

Setup path
  • WP buf/inv: 3
  • CP endpoint kind: flop
  • CP arrival: ~4.8 ns
  • Critical path's most frequent cell: mux4_2
  • Reg2reg path depth: 8
  • Crit-path cells: buf_8 > buf_12 > buf_4 > mux4_2 > mux4_2 > nor2_1 > o41ai_1 > a21oi_1 > nor3_1 > o41a_1
  • RR Startpoint: u_row_ram.mem[4][2]
  • CP top delay family: AND-OR/OR-AND gates
  • Critical path's largest stage delay: about 0.92 ns
  • CP Launch Type: input pin
  • Crit path kind: input pin to flop
  • Worst R2R End: u_row_ram.doutb[2]
  • Max FO, Critical Path: 37
  • CP max stage cell: o41ai_1
  • CP required: 5.83 ns
  • R2r setup slk: roughly 1.7 ns

Place
  • Port-buffer cells: between 40 and 50
  • DP Wirelength: roughly 250 mm
  • Gpl congestion: between 0.8 and 0.9

Global route
  • Largest net degree at the start of global routing: 143
  • First-pass GRT wire length: roughly 570 mm
  • Total track usage: about 17%
  • Initial antenna violation count: 20
  • Vias in the first global route: between 80000 and 90000
  • Total gr overflow: 0

Route
  • Antenna-violating nets left: 0
  • Routed WL: 397 mm
  • Detailed Routing Iterations Pass 1: 7
  • Vias/cell: 5.03
  • WL/cell: roughly 28 µm
  • DRT iter0 DRCs: approximately 4800
  • Final routed DRC violation total: 0
  • Via count: approximately 71000

Floorplan
  • Area of the core: between 0.5 and 0.6 mm²
  • Die Wd: approximately 710 µm
  • Initial Util: a little under a third
  • Chip height: just over 700 µm
  • Row cnt: between 200 and 300
  • Ports: about 50
  • Die Size: a little over 0.5 mm²

Min path
  • Worst Hold Depth: 1
  • Hold Crit Class: flop to flop
  • Hold path startpoint: length_index[7]
  • Worst hold path endpoint: row_finished_flag

Layout
  • Final core area utilization: a little over a third
  • Area Growth Syn to Fin: 15.5%
  • Dominant logic cell type in the layout: edfxtp_1
  • Top cells excl fill/tap: 3848 x edfxtp_1, 1129 x mux4_2, 547 x nor2_1
  • Layout cell share with drive strength beyond 1: between 20% and 30%

Run status
  • Status: complete, no violations
[registers in the layout, summed over array words and instances (netlist names)]
name,count
u_row_ram.doutb,8
addr_in_index,9
length_index,9
W_EN,1
col_pos,9
u_row_ram.mem,3840
show_row_done_flag,1
tx_data_valid,1
tx_data_out,1
row_finished_flag,1
[layer usage]
metal	routed length (µm)	share of wire [%]	global-route usage (%)	up-vias
met5	1030	0.26	1.80	-
met3	73500	19	14.5	765
met2	188000	47	25.4	4894
li1	-	-	-	29100
met4	15000	3.8	4.99	47
met1	120000	30	16.9	36300
[cells by family after synthesis]
family,share of synthesized area [%]
buffers and inverters,1.66
AOI/OAI and AO/OA,1.16
xor gates and xnor gates,0.105
other,0.00249
and+or+nand+nor,2.35
DFF,77.1
adders and majority gates,0.0664
muxes,17.5
[stage by stage]
stage | hold WS [ns] | cell area [µm²] | cells | power, mW | setup WS [ns]
finish | 0.0833 | 174000 | 14100 | 68.2 | 1.06
global route | 0.0705 | 174000 | 14100 | 70.0 | 1.00
CTS | 0.0196 | 174000 | 14100 | 68.6 | 1.28
detailed placement | 0.478 | 162000 | 13400 | 40.2 | 0.242
global placement | 0.460 | 162000 | 13400 | 40.1 | 0.197
floorplan | 0.401 | 151000 | 6676 | 38.4 | 1.41
[worst reg2reg max path, delay by kind of cell, from the launching register on]
kind                   cells  cell delay [ns]
AND-OR/OR-AND              2             0.53
buffers and inverters      1             0.18
flip-flops                 1             0.36
multiplexers               3             1.32
AND/OR/NAND/NOR            2             0.60
[report_power, final]
group          switching (mW)  internal, mW
logic                    2.20          1.36
clock network            12.3          16.4
registers              0.0834          35.8
total                    14.6          53.6
[worst max-delay path by stage]
| stage | endpoint | depth (start not counted) | slack (ns) | start |
|---|---|---|---|---|
| CTS | u_row_ram.doutb[7] | 10 | 1.28 | addr_out_index[1] |
| global route | u_row_ram.doutb[7] | 10 | 1.00 | addr_out_index[1] |
| finish | u_row_ram.doutb[7] | 10 | 1.06 | addr_out_index[1] |
[synthesized netlist by cell type, types with 14 or more instances]
| master | number |
|---|---|
| nor2b_1 | 21 |
| inv_1 | 15 |
| nor2_1 | 548 |
| dfrtp_1 | 32 |
| buf_4 | 77 |
| mux2_2 | 14 |
| a22oi_1 | 42 |
| a211oi_1 | 17 |
| buf_2 | 86 |
| nand3_1 | 41 |
| buf_6 | 52 |
| buf_1 | 24 |
| mux2i_1 | 83 |
| a21oi_1 | 44 |
| nor3_1 | 36 |
| o22ai_1 | 25 |
| nand2_1 | 144 |
| mux4_2 | 1129 |
| o21ai_0 | 30 |
| clkbuf_1 | 172 |
| edfxtp_1 | 3848 |
[final cells by class]
class,instances,area (µm²)
Tap cell,6681,8360
Clock buffer,471,10200
Antenna cell,16,40.0
Multi-Input combinational cell,2361,32200
Inverter,18,80.1
Clock inverter,241,2390
Fill cell,45300,327000
Sequential cell,3880,116000
Timing Repair Buffer,473,4560
Power figures rest on the tool's default switching activity, not on a simulated workload.
