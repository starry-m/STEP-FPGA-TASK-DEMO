==> ./design.v <==
`timescale 1 ns / 100 ps
module lcd_show_ram #(parameter DATA_WDTH = 4'd8,     
                      parameter COL = 480,            
                      parameter COL_BITS = 9)
                     (input clk,                      
                      input [COL_BITS-1:0] addra,    
                      input [DATA_WDTH-1:0] dina,     
                      input W_EN,                     
                      input [COL_BITS-1:0] addrb,    
                      output [DATA_WDTH-1:0] doutb);  
    reg [DATA_WDTH-1:0] mem[0:COL-1];   
    assign doutb = mem[addrb+0];
    always @(posedge clk) begin
        if (W_EN == 1'b1)							 
        begin
        mem[addra] <= dina;
        end else;
    end
endmodule
==> ./run.sh <==
#!/bin/bash
# OpenROAD 26Q1-2900-gdf79404cd8, Yosys 0.63+post, stock flow scripts
make -C /OpenROAD-flow-scripts/flow DESIGN_CONFIG=/design/flow/config.mk WORK_HOME=/design/flow/orfs finish
==> ./config.mk <==
export PLATFORM = sky130hd
export DESIGN_NAME = lcd_show_ram
export DESIGN_NICKNAME = lcd_show_ram
export VERILOG_FILES = /design/flow/design.v
export SDC_FILE = /design/flow/constraint.sdc
export NUM_CORES = 4
export LEC_CHECK = 1
export CORE_UTILIZATION = 40
==> ./constraint.sdc <==
current_design lcd_show_ram

set clk_period 22.5
set clk_io_pct 0.2

create_clock -name clk0 -period $clk_period [get_ports {clk}]

set non_clock_inputs [all_inputs -no_clocks]
set_input_delay [expr $clk_period * $clk_io_pct] -clock clk0 $non_clock_inputs
set_output_delay [expr $clk_period * $clk_io_pct] -clock clk0 [all_outputs]
==> out/qor.csv <==
metric;value;unit
clk_path_buf_depth;4;
netlist_instances;7010;
final_layout_size_suffix_gt1_share;25.30;%
pwr-share-comb;5.3;%
io_pins;36;
worst_hold_path_type;in -> reg;
crit_chain;buf_8, buf_4, buf_4, buf_4, buf_4, buf_4, mux4_2, a22oi_1, a22o_1, a211oi_1, o2bb2ai_1, o32ai_1, buf_4, clkdlybuf4s50_1;
yosysUniqueCellTypes;68;
port_buffers;35;
max-cap-violations;0;
grt_first_pass_wirelength;618800;um
largest_area_cell;edfxtp_1;
grt_usage;26.11;%
slew_viol_final;0;
die_w;613.4;um
clock.fmax;0.06265;GHz
wl;438400;um
final_layout_top_logic_cells;edfxtp_1 (3840), mux4_2 (920), nor2_1 (550), buf_4 (398), clkbuf_16 (395);
async_flop_share;0;%
lay_top_count;edfxtp_1;
num_vias;74800;
required;18000;ps
synth-edff-count;3840;
critical-path-max-stage-delay;1150;ps
status;finished clean;
synthTopCellsByArea;edfxtp_1 (77%), mux4_2 (14%), mux2i_1 (1.6%);
cts_sinks;3840;
area_delta_synth_final;13.28;%
largest_register_ffs;3840;
fp_util;40.17;%
seqPwrFrac;52.3;%
critical-path-top-delay-family;buffers and inverters;
finalCritPeriodShare;70.94;%
yosys_warnings;1;
ctsResizeCount;0;
htree_levels;5;
p_sw;3.268;mW
yosysTopAreaCellShare;77.13;%
power_frac_clock;42.4;%
total_leakage_power;52.39;nW
syn-cell-area;0.1495;mm2
routed_via_density;5.883;
ys_cells;7010;
hpwl;277800;um
synth_area_per_cell;21.33;um2
cts_root_buffer;clkbuf_16;
gr-usage-met3;23.84;%
drt_iter0_drc;4884;
rsz0062_at_grt;no;
cp_slowest_cell;o32ai_1;
ir_drop;0.00006975;V
die_h;613.4;um
fill_cells;30540;
setup.worst_path.start;addrb[1];
core;0.3722;mm2
ys.flops;3840;
worstPathBufferInverterCount;8;
grtUsageMet2;36.05;%
critPathCaptureType;primary output;
numCtsBuffers;389;
cellPowerDensity;88.99;mW/mm2
final_cells;12710;
rows;224;
cp.arrival;11460;ps
place.gp.congestion;0.9532;
grt_util_met1;27.87;%
cts_hold_buf;0;
wl_per_cell;34.48;um
largest_register;mem;
path_max_fanout;51;
crit_type;in -> out;
reg_top3;mem: 3840 flops;
overflow;0;
p_int;11.80;mW
cp-start-kind;input port;
slew-limit-headroom;3.633;%
grt_max_degree;134;
timing.setup.tns;0;ps
worstMarginPinSlew;1409;ps
flop_cell;edfxtp_1;
ant_nets;0;
swShare;21.69;%
post_cts_buffers;0;
drc_errors;0;
dp.cells;11980;
finalWorstPathRequiredPeriod;15960;ps
die-area;0.3762;mm2
grt_pass1_vias;82830;
crit_path_frequent_cell;buf_4;
grt-busiest-layer;met2;
antenna_found_initial;26;
cts_tree;built;
cts.clk_slew.worst_paths;60;ps
hold_viol;0;
ys_chip_area;0.1495;mm2
ys_seq_share;77.13;%
dr.pass1.iters;22;
setup_viol_count_final;0;
warning_count;30;
worstHoldStart;dina[6];
[Yosys cell counts (all sizes together), types with 3 or more instances]
master,n
nand3b,4
edfxtp,3840
and3,17
mux2i,245
nor4,11
o311ai,6
nor3,41
nand3,45
o2111ai,5
buf,240
a41oi,3
clkinv,3
o2bb2ai,3
a221oi,16
nor3b,6
nor2,555
a22oi,104
a22o,16
clkbuf,199
a311o,3
a31oi,23
o221ai,45
a211oi,37
a32oi,4
mux2,21
nor2b,24
o22ai,58
a311oi,15
o21ai,48
o32ai,6
nand2,231
o211ai,17
nand2b,9
nand4b,4
nand4,39
a2111oi,19
o22a,6
a21oi,68
mux4,920
o31ai,4
and2,17
and3b,4
inv,5
or3,6
[logic make-up after synthesis]
| group | count (synthesis) | share of synthesized area, % |
|---|---|---|
| and+or+nand+nor | 1021 | 2.917 |
| AOI/OAI and AO/OA | 516 | 2.468 |
| muxes | 1186 | 15.66 |
| buffers and inverters | 447 | 1.832 |
| DFF | 3840 | 77.13 |
[power groups by stage]
stage / registers [mW] / logic, mW / clock network, mW
4_1_cts: 7.88 / 0.789 / 6.48
5_1_grt: 7.88 / 0.833 / 6.74
6_report: 7.88 / 0.794 / 6.40
[layout make-up]
| cell class | count | area (um2) | share of cell area [%] |
|---|---|---|---|
| diodes | 23 | 57.56 | 0.03398 |
| clock buffers | 469 | 10160 | 6.000 |
| clock inverters | 246 | 2422 | 1.430 |
| inverters | 8 | 42.54 | 0.02512 |
| multi-input cells | 2723 | 31720 | 18.73 |
| flip-flops and latches | 3840 | 115300 | 68.09 |
| well taps | 4972 | 6221 | 3.673 |
| repair buffers | 433 | 3427 | 2.024 |
[per-stage QoR]
stage	total power, mW	hold slack, ps	instance area, um2	setup slack (ps)	util, %
after floorplan	8.414	4599	149500	11470	-
after global placement	8.809	4911	156700	6448	42.10
after detailed placement	8.818	4923	156700	6464	42.11
after CTS	15.14	3895	169300	6428	45.49
after global routing	15.45	3945	169300	6307	45.49
final	15.07	3931	169400	6538	45.50
[final timing paths]
check | end | slack (ps) | depth (start not counted)
max | doutb[4] | 6540 | 14
min | mem[131][6] | 3930 | 1
[routing by layer]
| metal | part of all wire [%] | vias up |
|---|---|---|
| met5 | 0.53 | - |
| met3 | 21 | 936 |
| met2 | 45 | 5716 |
| li1 | - | 30190 |
| met4 | 4.9 | 60 |
| met1 | 29 | 37900 |
No activity file was given, so power comes from the tool's default toggle rates.
